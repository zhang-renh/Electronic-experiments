[run.sh]
#!/bin/bash
# OpenROAD 26Q1-2900-gdf79404cd8, Yosys 0.63+post, stock flow scripts
make -C /OpenROAD-flow-scripts/flow DESIGN_CONFIG=/design/flow/config.mk WORK_HOME=/design/flow/orfs finish
[config.mk]
export PLATFORM = sky130hd
export DESIGN_NAME = RanGen
export DESIGN_NICKNAME = RanGen
export VERILOG_FILES = /design/flow/design.v
export SDC_FILE = /design/flow/constraint.sdc
export NUM_CORES = 4
export LEC_CHECK = 1
export CORE_AREA = 10 10 70 70
export DIE_AREA = 0 0 80 80
[design.v]
module RanGen(
    input               rst_n,     
    input               clk,       
    input               load,      
    input      [7:0]    seed,     
    output reg [7:0]    rand_num   
);
always@(posedge clk or negedge rst_n)
begin
    if(!rst_n)
        rand_num    <=8'b0;
    else if(load)
        rand_num <=seed;     
    else
        begin
            rand_num[0] <= rand_num[7];
            rand_num[1] <= rand_num[0];
            rand_num[2] <= rand_num[1];
            rand_num[3] <= rand_num[2];
            rand_num[4] <= rand_num[3]^rand_num[7];
            rand_num[5] <= rand_num[4]^rand_num[7];
            rand_num[6] <= rand_num[5]^rand_num[7];
            rand_num[7] <= rand_num[6];
        end
end
endmodule
[constraint.sdc]
current_design RanGen

set clk_period 1.7
set clk_io_pct 0.2

create_clock -name clk0 -period $clk_period [get_ports {clk}]

set non_clock_inputs [all_inputs -no_clocks]
set_input_delay [expr $clk_period * $clk_io_pct] -clock clk0 $non_clock_inputs
set_output_delay [expr $clk_period * $clk_io_pct] -clock clk0 [all_outputs]
==> results.txt <==
Max Fanout on Critical Path - 5
grt ovf - 0
crit path DAT - 1250 ps
Ports - 19
P_int - 389 uW
Max rail drop VDD - 0.000138 V
Max-Cap Viols - 0
Antenna Diode Count - 0
met3 wire length - 70 um
Worst Setup EP - rand_num[7]
Final ANT Viol Nets - 0
Synth cell types - 7
yosys stat chip area - 335 um^2
largest reg by FF count - rand_num
Worst Tran Pin Value - 345 ps
Root Driver - clkbuf_4
Clock transition at path regs - 50 ps
Post-Route M1 WL - 418 um
Die Ht - 80 um
Max clock buf depth - 2
vias in the first global route - 284
post-synthesis sequential area ratio - 0.597
WL final - 1.02 mm
worst endpoint required time - 1360 ps
top flop regs - rand_num x8
crit-path max cell delay - 530 ps
Port Buffers - 18
CP Capture Type - primary output
fin. max-slew vios - 0
wire length on met2 - 512 um
setup violators final - 0
Top Metal Used - met4
switching share of total power - 0.218
Worst path top cell family by delay - buffers and inverters
most frequent cells in the layout - clkdlybuf4s50_1 (18), dfrtp_1 (8), mux2_4 (4)
Crit Path Category - reg2out
Critical path buffers and inverters - 1
max FFs per register - 8
ys flops - 8
fillers - 386
Comb pwr share - 0.243
OpenROAD warnings - 25
CTS Hold Bufs - 0
final core occ - 0.173
Pwr Density - 841 nW/um^2
Tot GR Track Use - 0.0326
Starting DRT DRC Count - 3
# clock sinks - 8
Yosys top cell by area - dfrtp_1
slowest CP cell - clkdlybuf4s50_1
setup tns final - 0 ps
num rows - 21
die area - 6400 um^2
Sw Pwr - 108 uW
clock network fraction of design power - 0.282
Max Clock Freq - 0.629 GHz
Post-CTS Resized - 0
reg2reg setup slack - 830 ps
RSZ-0062 raised after global routing - false
Mean Syn Cell Area - 14.6 um^2
synthesized cell area - 335 um^2
DR vias/cell - 2.81
first-pass GRT wire length - 1.58 mm
Layout Area Growth over Synthesis - 76.5%
Stages on worst setup path - 1
Commonest Layout Cell - clkdlybuf4s50_1
fp util - 0.0982
largest net degree at the start of global routing - 9
via count - 253
path depth of the worst reg2reg path - 1
global placer's final weighted congestion - 0.754
Reg power frac - 0.475
LEAKAGE - 0.000237 uW
fin cells - 90
H-tree levels - 1
Mapped Cells - 23
top cells, area - dfrtp_1 (60%), mux2_4 (18%), xnor2_1 (7.8%)
die width - 80 um
Hold Crit Class - in2async
yosys cell count - 23
CTS tree - yes
initial antenna violation count - 0
postcts setup bufs - 0
latest clock arrival within the worst-skew pair - 250 ps
final period utilization - 0.936
share of layout cells above drive strength 1 - 0.205
per-cell routed wire length - 11.3 um
Total Power - 498 uW
Rel. slew slack - 0.769
worst r2r dst - rand_num[0]
Pre-antenna DRT Iters - 3
placed cells - 87
final worst path period need - 1590 ps
crit path cell chain - clkdlybuf4s50_1
DRC viols - 0
worst setup path start - rand_num[7]
Hold Vio Cnt, Final - 0
post-detail-place hpwl - 870 um
Yosys warning count - 1
Area leader share - 0.597
outcome - finished, final reports clean
Worst setup SP type - register
Setup Skew - 0.419 ps
placeable core region - 3420 um^2
worst reg2reg path startpoint - rand_num[7]
Num CTS Buffers - 3
## power by group through the flow
stage	registers (uW)	logic [uW]	clock network, uW
finish	236	121	140
global route	241	133	160
CTS	238	126	148
## routing by layer
metal | global-route usage | up-vias
met4 | 0.0106 | 0
met1 | 0.0371 | 124
met5 | 0 | -
met2 | 0.0522 | 8
li1 | - | 119
met3 | 0.0159 | 2
## area by class of cell
cell class / count / area [um^2] / area share
clock buffers: 3 / 22.5 / 0.0381
repair buffers: 19 / 188 / 0.317
flip-flops and latches: 8 / 200 / 0.338
multi-input cells: 14 / 124 / 0.209
well taps: 46 / 57.6 / 0.0973
## synth_stat cells
master / instances
buf_6: 1
dfrtp_1: 8
mux2_2: 1
mux2_4: 4
nand2_1: 3
o21ai_1: 3
xnor2_1: 3
## how the worst min path moves through the flow
stage        endpoint  cells past startpoint
4_1_cts   rand_num[7]                      1
6_report  rand_num[7]                      1
5_1_grt   rand_num[6]                      1
## per-stage QoR
stage          worst slack (ps)  hold WS [ps]  cell area (um^2)
2_1_floorplan               831          44.4               335
3_3_place_gp                204           503               569
3_5_place_dp                174           500               569
4_1_cts                    76.3           365               592
5_1_grt                    42.0           371               592
6_report                    109           362               592
## cells by family after synthesis
kind of cell	count (synthesis)	synth area share
buffers and inverters	1	0.0336
AND/OR/NAND/NOR	3	0.0336
XOR/XNOR	3	0.0784
AND-OR/OR-AND	3	0.0448
multiplexers	5	0.213
flip-flops	8	0.597
Power figures rest on the tool's default switching activity, not on a simulated workload.
